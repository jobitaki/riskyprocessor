==> design/flow/design.v <==
package constants;
  parameter int ADDR_WIDTH = 9;
  parameter int SIM_MEM_SIZE = 16'h00FF;
  typedef enum logic [31:0] {
    I_LB        = 32'b????_????_????_????_?000_????_?000_0011,
    I_LH        = 32'b????_????_????_????_?001_????_?000_0011,
    I_LW        = 32'b????_????_????_????_?010_????_?000_0011,
    I_LBU       = 32'b????_????_????_????_?100_????_?000_0011,
    I_LHU       = 32'b????_????_????_????_?101_????_?000_0011,
    I_ALL_LOADS = 32'b????_????_????_????_????_????_?000_0011,
    I_ADDI  = 32'b????_????_????_????_?000_????_?001_0011,
    I_SLTI  = 32'b????_????_????_????_?010_????_?001_0011,
    I_SLTIU = 32'b????_????_????_????_?011_????_?001_0011,
    I_XORI  = 32'b????_????_????_????_?100_????_?001_0011,
    I_ORI   = 32'b????_????_????_????_?110_????_?001_0011,
    I_ANDI  = 32'b????_????_????_????_?111_????_?001_0011,
    I_SLLI  = 32'b0000_000?_????_????_?001_????_?001_0011,
    I_SRLI  = 32'b0000_000?_????_????_?101_????_?001_0011,
    I_SRAI  = 32'b0100_000?_????_????_?101_????_?001_0011,
    I_JALR = 32'b????_????_????_????_?000_????_?110_0111,
    R_ADD     = 32'b0000_000?_????_????_?000_????_?011_0011,
    R_SUB     = 32'b0100_000?_????_????_?000_????_?011_0011,
    R_SLL     = 32'b0000_000?_????_????_?001_????_?011_0011,
    R_SLT     = 32'b0000_000?_????_????_?010_????_?011_0011,
    R_SLTU    = 32'b0000_000?_????_????_?011_????_?011_0011,
    R_XOR     = 32'b0000_000?_????_????_?100_????_?011_0011,
    R_SRL     = 32'b0000_000?_????_????_?101_????_?011_0011,
    R_SRA     = 32'b0100_000?_????_????_?101_????_?011_0011,
    R_OR      = 32'b0000_000?_????_????_?110_????_?011_0011,
    R_AND     = 32'b0000_000?_????_????_?111_????_?011_0011,
    R_ALL     = 32'b????_????_????_????_????_????_?011_0011,
    S_SB  = 32'b????_????_????_????_?000_????_?010_0011, 
    S_SH  = 32'b????_????_????_????_?001_????_?010_0011, 
    S_SW  = 32'b????_????_????_????_?010_????_?010_0011,
    S_ALL = 32'b????_????_????_????_????_????_?010_0011,
    B_BEQ  = 32'b????_????_????_????_?000_????_?110_0011,
    B_BNE  = 32'b????_????_????_????_?001_????_?110_0011,
    B_BLT  = 32'b????_????_????_????_?100_????_?110_0011,
    B_BGE  = 32'b????_????_????_????_?101_????_?110_0011,
    B_BLTU = 32'b????_????_????_????_?110_????_?110_0011,
    B_BGEU = 32'b????_????_????_????_?111_????_?110_0011,
    J_JAL = 32'b????_????_????_????_????_????_?110_1111,
    U_LUI   = 32'b????_????_????_????_????_????_?011_0111,
    U_AUIPC = 32'b????_????_????_????_????_????_?001_0111
  } opcode_e;
  typedef enum logic [3:0] {
    ALU_ADD,
    ALU_SUB,
    ALU_SLL,
    ALU_SLT,
    ALU_SLTU,
    ALU_SGE,
    ALU_SGEU,
    ALU_XOR,
    ALU_SRL,
    ALU_SRA,
    ALU_OR,
    ALU_AND,
    ALU_NE,
    ALU_EQ,
    ALU_PASS,
    ALU_UNDEF
  } alu_op_e;
  typedef enum logic [1:0] {
    FU_SRC_REG = 2'b00,
    FU_SRC_MEM = 2'b01,
    FU_SRC_WB  = 2'b10
  } fu_src_e;
  typedef enum logic [1:0] {
    ALU_SRC_IMM,
    ALU_SRC_RS1,
    ALU_SRC_RS2,
    ALU_SRC_PC
  } alu_src_e;
  typedef enum logic [2:0] {
    UNDEF,
    BYTE_S,
    BYTE_U,
    HALF_S,
    HALF_U,
    WORD
  } data_size_e;
endpackage
`default_nettype none
import constants::*;
module writeback (
    input  logic        clk,
    input  logic        rst_n,
    input  logic [ 4:0] sel_rd_i,
    input  logic        mem_re_i,
    input  logic        mem_we_i,
    input  logic [31:0] alu_result_i,
    input  logic [31:0] data_i,
    output logic [31:0] data_bypass_o,
    output logic [ 4:0] sel_rd_o,
    output logic        we_o,
    output logic [31:0] data_o
);
  always_comb begin
    if (mem_re_i) begin
      data_bypass_o = data_i;
    end
    else begin
      data_bypass_o = alu_result_i;  
    end
  end
  always_ff @(posedge clk, negedge rst_n) begin
    if (!rst_n) begin
      sel_rd_o <= '0;
      we_o <= '0;
      data_o <= '0;
    end else begin
      sel_rd_o <= sel_rd_i;
      we_o     <= 1'b1;  
      if (mem_re_i) begin
        data_o <= data_i;
      end else begin
        data_o <= alu_result_i;
      end
    end
  end
endmodule : writeback
==> design/flow/run.sh <==
#!/bin/bash
# OpenROAD 26Q1-2900-gdf79404cd8, Yosys 0.63+post, stock flow scripts
make -C /OpenROAD-flow-scripts/flow DESIGN_CONFIG=/design/flow/config.mk WORK_HOME=/design/flow/orfs finish
==> design/flow/config.mk <==
export PLATFORM = sky130hd
export DESIGN_NAME = writeback
export DESIGN_NICKNAME = writeback
export VERILOG_FILES = /design/flow/design.v
export SDC_FILE = /design/flow/constraint.sdc
export NUM_CORES = 4
export LEC_CHECK = 1
export CORE_UTILIZATION = 30
==> design/flow/constraint.sdc <==
current_design writeback

set clk_period 1.0
set clk_io_pct 0.2

create_clock -name clk0 -period $clk_period [get_ports {clk}]

set non_clock_inputs [all_inputs -no_clocks]
set_input_delay [expr $clk_period * $clk_io_pct] -clock clk0 $non_clock_inputs
set_output_delay [expr $clk_period * $clk_io_pct] -clock clk0 [all_outputs]
==> run notes <==
Quick summary of the implementation run below.

The mean instance size in the synthesized netlist is between 15 and 20 sq um. The routed design could run at a clock period as short as approximately 1.2 ns. Counting pins that exceed their max-slew limit in the final report gives 0. Per the OpenROAD floorplan log, the width of the die is 72.7 um. Per the power-grid run, VDD falls by no more than about 0.59 mV. The worst path arrival time came out at 1.01 ns. TritonCTS built the clock tree. The main area contributors are sky130_fd_sc_hd__dfrtp_1 (63%), sky130_fd_sc_hd__mux2_4 (30%), sky130_fd_sc_hd__buf_12 (4.0%). The flow reports that combinational logic draws between 20% and 30% of the design power.

The count of buffer and inverter cells on the critical path is 4. On the critical path, the stage with the largest delay is an instance of sky130_fd_sc_hd__mux2_4. The global placement routability congestion came out at 0.760.

The share of the synthesized area in the top cell type is 63.4%. The first global-routing pass estimated ~6700 um of wire. The post-synthesis cell type count came out at 6. The via count of the first global-routing pass is ~1400.

The number of filler cells placed in the layout came out at about 400. The detailed-route wire length on metal 1 is about 1500 um. Summed over all nets, wire length on met2 after detailed routing comes to around 2400 um. The worst setup path is captured at an output pin.

The number of antenna diodes in the final layout is 0. The iteration tally of the first detailed-router pass came out at 2. The design area is ~3000 sq um.

Endpoints failing hold in the final report were tallied at 38. The DRC violation total left in the routed layout is recorded as 0. The clock transition at the registers of the reported paths is 0.07 ns. The classification of the worst-slack hold path is input port to asynchronous set/reset pin. The part of the power in the clock network is between 20 and 30%. The routed design shows a wire length per standard cell of ~14 um.

The Yosys step of the flow raised 41 warnings. For this design the top-level I/O count stands at around 140. The count of clock tree sinks is 38. Among the stages of the critical path, the cell type that occurs most often is sky130_fd_sc_hd__buf_12.

The synthesis-stage register bit count came out at 38. The total overflow reported by the global router came out at 0. The worst setup path is launched from an input port. The cell count in the Yosys report is between 70 and 80. The number of vias after detailed routing came out at between 1000 and 1500. The start-to-end type of the worst setup path is input port to output pin. For this configuration, the core starts out at a cell density of about a third. The clock root buffer master is sky130_fd_sc_hd__clkbuf_8.

The overall die area came out at roughly 5300 sq um. The flow ran to the end, but the final reports show violations. The leakage power in the latest report is around 1.6 nW. The post-route clock period utilization came out at 121%. The max-capacitance violation count is 0. The sum of net half-perimeters after detailed placement is 3320 um.

Wire segments on met3 add up to about 420 um in the final route. The instance area at placement came out at approximately 3000 sq um. The checks that failed: negative hold slack, negative setup slack. The site row count is 25. Per the cell usage report, the commonest logic cell in the layout is sky130_fd_sc_hd__buf_2. The worst setup margin is -0.209 ns. The required time reported for the critical path endpoint is 0.80 ns. After detailed placement, the design holds a cell count of 290. The floorplan core area is around 4800 sq um. Overall routing resource usage recorded by global route was 17.1%. TritonCTS created 5 clock buffers.

The maximum net fanout on the critical path came out at 7. Setup repair after global routing could not meet its margin everywhere. The post-layout utilization of the core came out at about 63%.

The routed via count divided by cell count came out at 4.05. Leaving out fill and tap cells, the most frequent cells in the layout are sky130_fd_sc_hd__buf_2 (65), sky130_fd_sc_hd__dlygate4sd2_1 (45), sky130_fd_sc_hd__dfrtp_1 (38). Grouping stages by cell kind, the critical path spends the most delay in buffers and inverters. The power report shows net switching accounting for about a fifth of the total.

Once iteration 0 of detailed routing completed, the report listed 35 DRC markers. The gate count of the mapped netlist came out at around 75. The post-placement setup slack came out at -0.513 ns. The number of antenna violations at the first check in global routing came out at 0. The tally of nets with antenna violations remaining after routing came out at 0.

The maximum achievable frequency came out at between 800 and 900 MHz. The maximum cell stage delay along the critical path came out at around 0.30 ns. Dividing total power by cell area gives a power density of between 1000 and 1500 nW/um^2. The area added between synthesis and finish came out at 99.0%.

Before any placement, the netlist area is recorded as approximately 1500 sq um. The wire length recorded after detailed routing is 4400 um. The switching power of the nets is between 0.7 and 0.8 mW. The largest total area in the synthesized netlist belongs to sky130_fd_sc_hd__dfrtp_1. The number of failing setup endpoints in the final timing report is 32. The fraction of layout instances using a drive strength above 1 came out at a little under three fifths. The vertical die size came out at between 70 and 80 um. The post-synth area from yosys stat is between 1000 and 1500 sq um. Entering global routing, the biggest net connects 39 pins.

Looking at the clock tree report, the H-tree level count equals 2. Excluding fillers, the count of instances in the completed layout stands at roughly 320. The final hold slack is -0.130 ns.

The cell internal power dissipation came out at about 2.7 mW. The sequential cell fraction of total power is about half. Signal routing reaches up to met4. Per STA, the worst path is made up of buf_12 > buf_12 > buf_12 > mux2_4 > buf_6. The register share after synthesis came out at a little under two thirds. In this run the tools logged warnings totalling 31. As logged by OpenROAD, the buffers inserted on ports number approximately 140.

The buffer depth of the longest clock path is 2.
[synth_stat cells]
cell,n
sky130_fd_sc_hd__conb_1,1
sky130_fd_sc_hd__dfrtp_1,38
sky130_fd_sc_hd__buf_6,1
sky130_fd_sc_hd__mux2_4,30
sky130_fd_sc_hd__buf_12,3
sky130_fd_sc_hd__mux2_2,2
[layer usage]
layer	track usage, %	vias up
met2	31.8	80
met1	20.3	591
met4	2.61	0
met3	4.76	8
met5	0	-
li1	-	598
[worst max-delay path by stage]
stage	startpoint	endpoint	slack [ns]	cells after the start
6_report	mem_re_i	data_bypass_o[16]	-0.21	5
5_1_grt	mem_re_i	data_bypass_o[10]	-0.22	5
4_1_cts	mem_re_i	data_bypass_o[16]	-0.21	5
[flip-flops by register name (all words and copies together), names as in the netlist]
name	count
we_o	1
sel_rd_o	5
data_o	32
[stage by stage]
step | setup TNS [ns] | power, mW
final | -4.07 | 3.46
after global routing | -4.59 | 3.66
after CTS | -4.07 | 3.50
after detailed placement | -16.72 | 2.68
after global placement | -16.41 | 2.68
after floorplan | 0 | 1.89
[cell type report]
type | count | area, sq um | share of cell area, %
clock buffers | 7 | 76.3 | 2.56
multi-input cells | 33 | 484 | 16.2
flip-flops and latches | 38 | 951 | 31.9
repair buffers | 170 | 1390 | 46.5
well taps | 67 | 83.8 | 2.81
[kinds of logic (layout without fill, tap and decap cells)]
kind of cell	Yosys count	in the layout	synth area share, %
mux	32	32	31.6
buf+inv	4	177	4.76
flops	38	38	63.4
other cells	1	1	0.250
[power by group through the flow]
stage                 Clock (mW)  Sequential (mW)  Combinational (mW)
after global routing        1.06             1.68               0.922
after CTS                  0.983             1.67               0.847
final                      0.946             1.67               0.850
[repair_timing]
| action | 4_1_cts | 5_1_grt |
|---|---|---|
| pin swaps | 0 | 0 |
| resized | 274 | 2 |
| cloned | 2 | 0 |
| endpoints found under the setup margin | 70 | 32 |
| hold endpoints to repair | 38 | 38 |
| buffers inserted | 13 | 3 |
Power is estimated from default activity; no workload was simulated.
