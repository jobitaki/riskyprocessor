## /design/flow/design.v

```verilog
package constants;
  parameter int ADDR_WIDTH = 9;
  parameter int SIM_MEM_SIZE = 16'h00FF;
  typedef enum logic [31:0] {
    I_LB        = 32'b????_????_????_????_?000_????_?000_0011,
    I_LH        = 32'b????_????_????_????_?001_????_?000_0011,
    I_LW        = 32'b????_????_????_????_?010_????_?000_0011,
    I_LBU       = 32'b????_????_????_????_?100_????_?000_0011,
    I_LHU       = 32'b????_????_????_????_?101_????_?000_0011,
    I_ALL_LOADS = 32'b????_????_????_????_????_????_?000_0011,
    I_ADDI  = 32'b????_????_????_????_?000_????_?001_0011,
    I_SLTI  = 32'b????_????_????_????_?010_????_?001_0011,
    I_SLTIU = 32'b????_????_????_????_?011_????_?001_0011,
    I_XORI  = 32'b????_????_????_????_?100_????_?001_0011,
    I_ORI   = 32'b????_????_????_????_?110_????_?001_0011,
    I_ANDI  = 32'b????_????_????_????_?111_????_?001_0011,
    I_SLLI  = 32'b0000_000?_????_????_?001_????_?001_0011,
    I_SRLI  = 32'b0000_000?_????_????_?101_????_?001_0011,
    I_SRAI  = 32'b0100_000?_????_????_?101_????_?001_0011,
    I_JALR = 32'b????_????_????_????_?000_????_?110_0111,
    R_ADD     = 32'b0000_000?_????_????_?000_????_?011_0011,
    R_SUB     = 32'b0100_000?_????_????_?000_????_?011_0011,
    R_SLL     = 32'b0000_000?_????_????_?001_????_?011_0011,
    R_SLT     = 32'b0000_000?_????_????_?010_????_?011_0011,
    R_SLTU    = 32'b0000_000?_????_????_?011_????_?011_0011,
    R_XOR     = 32'b0000_000?_????_????_?100_????_?011_0011,
    R_SRL     = 32'b0000_000?_????_????_?101_????_?011_0011,
    R_SRA     = 32'b0100_000?_????_????_?101_????_?011_0011,
    R_OR      = 32'b0000_000?_????_????_?110_????_?011_0011,
    R_AND     = 32'b0000_000?_????_????_?111_????_?011_0011,
    R_ALL     = 32'b????_????_????_????_????_????_?011_0011,
    S_SB  = 32'b????_????_????_????_?000_????_?010_0011, 
    S_SH  = 32'b????_????_????_????_?001_????_?010_0011, 
    S_SW  = 32'b????_????_????_????_?010_????_?010_0011,
    S_ALL = 32'b????_????_????_????_????_????_?010_0011,
    B_BEQ  = 32'b????_????_????_????_?000_????_?110_0011,
    B_BNE  = 32'b????_????_????_????_?001_????_?110_0011,
    B_BLT  = 32'b????_????_????_????_?100_????_?110_0011,
    B_BGE  = 32'b????_????_????_????_?101_????_?110_0011,
    B_BLTU = 32'b????_????_????_????_?110_????_?110_0011,
    B_BGEU = 32'b????_????_????_????_?111_????_?110_0011,
    J_JAL = 32'b????_????_????_????_????_????_?110_1111,
    U_LUI   = 32'b????_????_????_????_????_????_?011_0111,
    U_AUIPC = 32'b????_????_????_????_????_????_?001_0111
  } opcode_e;
  typedef enum logic [3:0] {
    ALU_ADD,
    ALU_SUB,
    ALU_SLL,
    ALU_SLT,
    ALU_SLTU,
    ALU_SGE,
    ALU_SGEU,
    ALU_XOR,
    ALU_SRL,
    ALU_SRA,
    ALU_OR,
    ALU_AND,
    ALU_NE,
    ALU_EQ,
    ALU_PASS,
    ALU_UNDEF
  } alu_op_e;
  typedef enum logic [1:0] {
    FU_SRC_REG = 2'b00,
    FU_SRC_MEM = 2'b01,
    FU_SRC_WB  = 2'b10
  } fu_src_e;
  typedef enum logic [1:0] {
    ALU_SRC_IMM,
    ALU_SRC_RS1,
    ALU_SRC_RS2,
    ALU_SRC_PC
  } alu_src_e;
  typedef enum logic [2:0] {
    UNDEF,
    BYTE_S,
    BYTE_U,
    HALF_S,
    HALF_U,
    WORD
  } data_size_e;
endpackage
`default_nettype none
import constants::*;
module fetch (
    input  logic clk,
    input  logic rst_n,
    input  logic [31:0] instr_i,    
    input  logic stall_i,           
    input  logic branch_resolve_i,  
    output logic re_o,              
    output logic incr_pc_o,         
    output logic [31:0] instr_o     
);
  logic flush;
  always_ff @(posedge clk, negedge rst_n) begin
    if (!rst_n) instr_o <= '0;
    else if (flush) begin
      instr_o <= '0;
    end
    else if (stall_i)
      instr_o <= instr_o;
    else begin
      instr_o <= instr_i;
    end
  end
  assign re_o = ~stall_i;
  typedef enum logic {NORMAL, FLUSH} state_e;
  state_e state, next_state;
  always_comb begin
    case (state)
      NORMAL: begin
        if (instr_i[6:0] == 7'b110_0011 || 
            instr_i[6:0] == 7'b110_1111) begin
          next_state = FLUSH;
          incr_pc_o  = 1'b0;
        end 
        else begin
          next_state = NORMAL;
          incr_pc_o  = 1'b1;
        end
        flush      = 1'b0;
      end
      FLUSH: begin
        if (branch_resolve_i) begin
          next_state = NORMAL;
          incr_pc_o  = 1'b1;
        end
        else begin
          next_state = FLUSH;
          incr_pc_o  = 1'b0;
        end
        flush = 1'b1;
      end
      default: begin
        next_state = NORMAL;
        flush = 1'b0;
        incr_pc_o  = 1'b0;
      end
    endcase
  end
  always_ff @(posedge clk, negedge rst_n) begin
    if (!rst_n) state <= NORMAL;
    else        state <= next_state;
  end
endmodule : fetch
```

## /design/flow/run.sh

```bash
#!/bin/bash
# OpenROAD 26Q1-2900-gdf79404cd8, Yosys 0.63+post, stock flow scripts
make -C /OpenROAD-flow-scripts/flow DESIGN_CONFIG=/design/flow/config.mk WORK_HOME=/design/flow/orfs finish
```

## /design/flow/config.mk

```make
export PLATFORM = sky130hd
export DESIGN_NAME = fetch
export DESIGN_NICKNAME = fetch
export VERILOG_FILES = /design/flow/design.v
export SDC_FILE = /design/flow/constraint.sdc
export NUM_CORES = 4
export LEC_CHECK = 1
export CORE_AREA = 10 10 94 94
export DIE_AREA = 0 0 104 104
```

## /design/flow/constraint.sdc

```tcl
current_design fetch

set clk_period 3.7
set clk_io_pct 0.2

create_clock -name clk0 -period $clk_period [get_ports {clk}]

set non_clock_inputs [all_inputs -no_clocks]
set_input_delay [expr $clk_period * $clk_io_pct] -clock clk0 $non_clock_inputs
set_output_delay [expr $clk_period * $clk_io_pct] -clock clk0 [all_outputs]
```

==> reports/qor.csv <==
metric,value,unit
highest routed layer,met3,
largest net degree at the start of global routing,34,
Worst VDD drop,0.165,mV
root buffer cell,clkbuf_8,
fin crit share,77.8,%
Worst-Margin Slew,0.757,ns
chip area,0.0108,mm2
H-tree depth,2,
worst endpoint required time,2.96,ns
initial antenna violation count,0,
met3 WL,365,um
final hold violation count,0,
diodes inserted,0,
CP Launch Type,input pin,
cell family with most CP delay,buffers and inverters,
WL per Instance,13.4,um
Syn Inst Count,112,
Power Density,393,mW/mm2
Metal-1 WL,1.69,mm
Post-DP HPWL,2.70,mm
Std-Cell Rows,30,
CP bufs+invs,2,
Chip Width,104,um
outcome,finished clean,
initial DRC count,11,
Mapped Area,0.00139,mm2
CTS buffer count,5,
# DRC,0,
Final Max Tran Viols,0,
P_leak,1.00,nW
Core Region,0.00683,mm2
yosys cell count,112,
clk_skew,0.00186,ns
clk sinks,33,
minimum clock period,2.88,ns
Max-Cap Viols,0,
post-synthesis sequential area ratio,59.4,%
"Area growth, synth to finish",59.5,%
worst-path fanout max,2,
Post-CTS Setup Repair Bufs,0,
Worst Hold Class,reg2reg,
number of vias per cell,3.76,
Die Height,104,um
share of the synthesized area in the top cell type,59.4,%
overall power,0.000871,W
hold_buf cts,0,
Final GP Congestion,0.672,
Filler cells,705,
Flops after synth,33,
Met2 Wirelength,1.65,mm
area reported by Yosys stat,0.00139,mm2
final setup vio count,0,
GRT Util Overall,6.90,%
Top cell excl fill/tap,clkdlybuf4s50_1,
Yosys warnings,41,
Post-Route WL,3.71,mm
"Clk pin slew, worst setup/hold paths",0.06,ns
first-pass GRT wire length,6.14,mm
Slowest cell on crit path,clkdlybuf4s50_1,
ranking of synthesized cells by area,"dfrtp_1 (59%), mux2i_1 (23%), nor2_1 (8.6%)",
vias in the first global route,1166,
Critical Path End Type,output port,
DR pass1 iterations,3,
Cell Type Count,13,
CP arrival,2.14,ns
Setup TNS,0,ns
RSZ-0062 raised after global routing,no,
fmax,348,MHz
"slowest stage delay, CP",0.47,ns
DRT antenna net count,0,
Starting Density,20.4,%
cell mode on critical path,clkdlybuf4s50_1,
Late-Pin Clk Latency,0.27,ns
clk buf depth,2,
Syn Area/Cell,12.4,um2
DR vias,1045,
Resize count post-CTS,0,
Worst Setup Path Type,in2out,
CTS tree,done,
layout cell share with drive strength beyond 1,5.49,%
worst-path cell chain,"clkdlybuf4s50_1, nand4b_1, o41a_1, clkdlybuf4s50_1",
total I/O pin count,70,
relative slew slack,49.6,%
GR Overflow Total,0,
IO Port Bufs,69,
cell accounting for the most synthesized area,dfrtp_1,
Top cells excl fill/tap,"clkdlybuf4s50_1 (67), dfrtp_1 (33), mux2i_1 (32), nor2_1 (32), clkbuf_8 (6)",
Tool Warnings,25,
power by group:
part	internal (W)	switching (W)
Clock	0.000148	0.000123
Sequential	0.000402	0.0000208
Combinational	0.000127	0.0000514
synth_stat cells (all sizes together):
cell and count:
dfrtp 33, o41ai 1, inv 2, nand4b 1
o41a 1, mux2i 32, nor2 32, xor2 1
clkbuf 2, nand2b 1, buf 6
logic make-up after synthesis:
logic type	synth area share (%)
multiplexers	23.0
AND/OR/NAND/NOR	9.71
AND-OR/OR-AND	1.44
buffers and inverters	5.85
flip-flops	59.4
XOR/XNOR	0.630
through the flow:
step                worst slack, ns  util, %  hold slack, ns  instance area [um2]  cells
global placement              0.813     31.2           0.504                 2130    271
finish                        0.823     32.5           0.518                 2220    278
detailed placement            0.821     31.2           0.514                 2130    271
CTS                           0.809     32.5           0.529                 2220    278
floorplan                      1.72        -           0.444                 1390    112
global route                  0.741     32.5           0.553                 2220    278
metal layers:
metal  vias to the layer above  global-route usage, %
met4                         0                  0.795
met2                        47                   10.4
met5                         -                      0
met3                         0                   3.57
met1                       491                   8.98
li1                        507                      -
state kept, by name, summed over array words and instances (netlist names):
| signal | count |
|---|---|
| state | 1 |
| instr_o | 32 |
area by class of cell:
cell class	count	area (um2)	share of cell area, %
sequential	33	826	37.2
inverter	2	7.51	0.338
multi-input combinational	69	484	21.8
tap	96	120	5.41
clock buffer	7	86.3	3.89
timing repair buffer	71	696	31.3
final timing paths:
| check | end | slack (ns) | from | cells after the start |
|---|---|---|---|---|
| worst max-delay path | incr_pc_o | 0.82 | instr_i[6] | 4 |
| worst min-delay path | instr_o[12] | 0.52 | instr_o[12] | 2 |
| worst max register to register | state | 2.56 | state | 2 |
| worst min register to register | instr_o[12] | 0.52 | instr_o[12] | 2 |
| max in group asynchronous | instr_o[18] | 2.68 | rst_n | 1 |
| min in group asynchronous | instr_o[3] | 0.53 | rst_n | 1 |
worst register-to-register path, stage by stage (launching register included):
cell and delay (ns):
dfrtp_1 0.40, buf_4 0.26, o41ai_1 0.38
Power and IR drop assume default switching activity.
