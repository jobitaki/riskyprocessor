==> /design/flow/design.v <==
package constants;
  parameter int ADDR_WIDTH = 9;
  parameter int SIM_MEM_SIZE = 16'h00FF;
  typedef enum logic [31:0] {
    I_LB        = 32'b????_????_????_????_?000_????_?000_0011,
    I_LH        = 32'b????_????_????_????_?001_????_?000_0011,
    I_LW        = 32'b????_????_????_????_?010_????_?000_0011,
    I_LBU       = 32'b????_????_????_????_?100_????_?000_0011,
    I_LHU       = 32'b????_????_????_????_?101_????_?000_0011,
    I_ALL_LOADS = 32'b????_????_????_????_????_????_?000_0011,
    I_ADDI  = 32'b????_????_????_????_?000_????_?001_0011,
    I_SLTI  = 32'b????_????_????_????_?010_????_?001_0011,
    I_SLTIU = 32'b????_????_????_????_?011_????_?001_0011,
    I_XORI  = 32'b????_????_????_????_?100_????_?001_0011,
    I_ORI   = 32'b????_????_????_????_?110_????_?001_0011,
    I_ANDI  = 32'b????_????_????_????_?111_????_?001_0011,
    I_SLLI  = 32'b0000_000?_????_????_?001_????_?001_0011,
    I_SRLI  = 32'b0000_000?_????_????_?101_????_?001_0011,
    I_SRAI  = 32'b0100_000?_????_????_?101_????_?001_0011,
    I_JALR = 32'b????_????_????_????_?000_????_?110_0111,
    R_ADD     = 32'b0000_000?_????_????_?000_????_?011_0011,
    R_SUB     = 32'b0100_000?_????_????_?000_????_?011_0011,
    R_SLL     = 32'b0000_000?_????_????_?001_????_?011_0011,
    R_SLT     = 32'b0000_000?_????_????_?010_????_?011_0011,
    R_SLTU    = 32'b0000_000?_????_????_?011_????_?011_0011,
    R_XOR     = 32'b0000_000?_????_????_?100_????_?011_0011,
    R_SRL     = 32'b0000_000?_????_????_?101_????_?011_0011,
    R_SRA     = 32'b0100_000?_????_????_?101_????_?011_0011,
    R_OR      = 32'b0000_000?_????_????_?110_????_?011_0011,
    R_AND     = 32'b0000_000?_????_????_?111_????_?011_0011,
    R_ALL     = 32'b????_????_????_????_????_????_?011_0011,
    S_SB  = 32'b????_????_????_????_?000_????_?010_0011, 
    S_SH  = 32'b????_????_????_????_?001_????_?010_0011, 
    S_SW  = 32'b????_????_????_????_?010_????_?010_0011,
    S_ALL = 32'b????_????_????_????_????_????_?010_0011,
    B_BEQ  = 32'b????_????_????_????_?000_????_?110_0011,
    B_BNE  = 32'b????_????_????_????_?001_????_?110_0011,
    B_BLT  = 32'b????_????_????_????_?100_????_?110_0011,
    B_BGE  = 32'b????_????_????_????_?101_????_?110_0011,
    B_BLTU = 32'b????_????_????_????_?110_????_?110_0011,
    B_BGEU = 32'b????_????_????_????_?111_????_?110_0011,
    J_JAL = 32'b????_????_????_????_????_????_?110_1111,
    U_LUI   = 32'b????_????_????_????_????_????_?011_0111,
    U_AUIPC = 32'b????_????_????_????_????_????_?001_0111
  } opcode_e;
  typedef enum logic [3:0] {
    ALU_ADD,
    ALU_SUB,
    ALU_SLL,
    ALU_SLT,
    ALU_SLTU,
    ALU_SGE,
    ALU_SGEU,
    ALU_XOR,
    ALU_SRL,
    ALU_SRA,
    ALU_OR,
    ALU_AND,
    ALU_NE,
    ALU_EQ,
    ALU_PASS,
    ALU_UNDEF
  } alu_op_e;
  typedef enum logic [1:0] {
    FU_SRC_REG = 2'b00,
    FU_SRC_MEM = 2'b01,
    FU_SRC_WB  = 2'b10
  } fu_src_e;
  typedef enum logic [1:0] {
    ALU_SRC_IMM,
    ALU_SRC_RS1,
    ALU_SRC_RS2,
    ALU_SRC_PC
  } alu_src_e;
  typedef enum logic [2:0] {
    UNDEF,
    BYTE_S,
    BYTE_U,
    HALF_S,
    HALF_U,
    WORD
  } data_size_e;
endpackage
`default_nettype none
module regfile (
    input  logic        clk,
    input  logic        rst_n,
    input  logic [ 4:0] sel_rd_i,
    input  logic [31:0] rd_i,
    input  logic        we_i,       
    input  logic [ 4:0] sel_rs1_i,
    input  logic [ 4:0] sel_rs2_i,
    output logic [31:0] rs1_o,
    output logic [31:0] rs2_o,
    output logic [ 4:0] sel_rs1_o,  
    output logic [ 4:0] sel_rs2_o   
);
  logic [31:0] x0, x1, x2, x3, x4, x5, x6, x7, x8, x9, x10, x11, x12, x13, x14,
               x15, x16, x17, x18, x19, x20, x21, x22, x23, x24, x25, x26, x27,
               x28, x29, x30, x31;
  assign x0 = 32'd0;
  always_ff @(posedge clk, negedge rst_n) begin
    if (!rst_n) begin
      {x1, x2, x3, x4, x5, x6, x7, x8, x9, x10, x11, x12, x13, x14,
      x15, x16, x17, x18, x19, x20, x21, x22, x23, x24, x25, x26, x27,
      x28, x29, x30, x31} <= '0;
      rs1_o               <= '0;
      rs2_o               <= '0;
      sel_rs1_o           <= '0;
      sel_rs2_o           <= '0;
    end else begin
      if (we_i && (sel_rd_i != 5'b0)) begin
        unique case (sel_rd_i)
          5'd1: x1 <= rd_i;
          5'd2: x2 <= rd_i;
          5'd3: x3 <= rd_i;
          5'd4: x4 <= rd_i;
          5'd5: x5 <= rd_i;
          5'd6: x6 <= rd_i;
          5'd7: x7 <= rd_i;
          5'd8: x8 <= rd_i;
          5'd9: x9 <= rd_i;
          5'd10: x10 <= rd_i;
          5'd11: x11 <= rd_i;
          5'd12: x12 <= rd_i;
          5'd13: x13 <= rd_i;
          5'd14: x14 <= rd_i;
          5'd15: x15 <= rd_i;
          5'd16: x16 <= rd_i;
          5'd17: x17 <= rd_i;
          5'd18: x18 <= rd_i;
          5'd19: x19 <= rd_i;
          5'd20: x20 <= rd_i;
          5'd21: x21 <= rd_i;
          5'd22: x22 <= rd_i;
          5'd23: x23 <= rd_i;
          5'd24: x24 <= rd_i;
          5'd25: x25 <= rd_i;
          5'd26: x26 <= rd_i;
          5'd27: x27 <= rd_i;
          5'd28: x28 <= rd_i;
          5'd29: x29 <= rd_i;
          5'd30: x30 <= rd_i;
          5'd31: x31 <= rd_i;
        endcase
      end
      sel_rs1_o <= sel_rs1_i;
      sel_rs2_o <= sel_rs2_i;
      case (sel_rs1_i)
        5'd0: rs1_o <= x0;
        5'd1: rs1_o <= x1;
        5'd2: rs1_o <= x2;
        5'd3: rs1_o <= x3;
        5'd4: rs1_o <= x4;
        5'd5: rs1_o <= x5;
        5'd6: rs1_o <= x6;
        5'd7: rs1_o <= x7;
        5'd8: rs1_o <= x8;
        5'd9: rs1_o <= x9;
        5'd10: rs1_o <= x10;
        5'd11: rs1_o <= x11;
        5'd12: rs1_o <= x12;
        5'd13: rs1_o <= x13;
        5'd14: rs1_o <= x14;
        5'd15: rs1_o <= x15;
        5'd16: rs1_o <= x16;
        5'd17: rs1_o <= x17;
        5'd18: rs1_o <= x18;
        5'd19: rs1_o <= x19;
        5'd20: rs1_o <= x20;
        5'd21: rs1_o <= x21;
        5'd22: rs1_o <= x22;
        5'd23: rs1_o <= x23;
        5'd24: rs1_o <= x24;
        5'd25: rs1_o <= x25;
        5'd26: rs1_o <= x26;
        5'd27: rs1_o <= x27;
        5'd28: rs1_o <= x28;
        5'd29: rs1_o <= x29;
        5'd30: rs1_o <= x30;
        5'd31: rs1_o <= x31;
        default: rs1_o <= '0;
      endcase
      case (sel_rs2_i)
        5'd0: rs2_o <= x0;
        5'd1: rs2_o <= x1;
        5'd2: rs2_o <= x2;
        5'd3: rs2_o <= x3;
        5'd4: rs2_o <= x4;
        5'd5: rs2_o <= x5;
        5'd6: rs2_o <= x6;
        5'd7: rs2_o <= x7;
        5'd8: rs2_o <= x8;
        5'd9: rs2_o <= x9;
        5'd10: rs2_o <= x10;
        5'd11: rs2_o <= x11;
        5'd12: rs2_o <= x12;
        5'd13: rs2_o <= x13;
        5'd14: rs2_o <= x14;
        5'd15: rs2_o <= x15;
        5'd16: rs2_o <= x16;
        5'd17: rs2_o <= x17;
        5'd18: rs2_o <= x18;
        5'd19: rs2_o <= x19;
        5'd20: rs2_o <= x20;
        5'd21: rs2_o <= x21;
        5'd22: rs2_o <= x22;
        5'd23: rs2_o <= x23;
        5'd24: rs2_o <= x24;
        5'd25: rs2_o <= x25;
        5'd26: rs2_o <= x26;
        5'd27: rs2_o <= x27;
        5'd28: rs2_o <= x28;
        5'd29: rs2_o <= x29;
        5'd30: rs2_o <= x30;
        5'd31: rs2_o <= x31;
        default: rs2_o <= '0;
      endcase
    end
  end
endmodule : regfile
==> /design/flow/run.sh <==
#!/bin/bash
# OpenROAD 26Q1-2900-gdf79404cd8, Yosys 0.63+post, stock flow scripts
make -C /OpenROAD-flow-scripts/flow DESIGN_CONFIG=/design/flow/config.mk WORK_HOME=/design/flow/orfs finish
==> /design/flow/config.mk <==
export PLATFORM = sky130hd
export DESIGN_NAME = regfile
export DESIGN_NICKNAME = regfile
export VERILOG_FILES = /design/flow/design.v
export SDC_FILE = /design/flow/constraint.sdc
export NUM_CORES = 4
export LEC_CHECK = 1
export CORE_UTILIZATION = 40
==> /design/flow/constraint.sdc <==
current_design regfile

set clk_period 1.9
set clk_io_pct 0.2

create_clock -name clk0 -period $clk_period [get_ports {clk}]

set non_clock_inputs [all_inputs -no_clocks]
set_input_delay [expr $clk_period * $clk_io_pct] -clock clk0 $non_clock_inputs
set_output_delay [expr $clk_period * $clk_io_pct] -clock clk0 [all_outputs]
==> impl_table.tex <==
% Implementation results table
\begin{tabular}{lr}
\hline
Metric & Value \\
\hline
\multicolumn{2}{l}{\textbf{Outcome}} \\
Run status & complete, but fails checks \\
Violated checks & setup timing \\
\multicolumn{2}{l}{\textbf{Yosys}} \\
Most instantiated cells after synthesis & 1,066 x dfrtp\_1, 972 x mux2\_2, 582 x a22oi\_1 \\
Post-Synth Simple-Gate Area & a little under an eighth \\
Yosys warnings & 41 \\
Number of cells in the yosys synthesis report & 4,373 \\
Flops \& latches, synth & 1,066 \\
Largest cells by area after synthesis & dfrtp\_1 51\%, mux2\_2 21\%, a22oi\_1 8.4\%, and3\_1 5.1\%, clkbuf\_1 2.5\% \\
And-or/or-and share of the synthesized area & 12.22\% \\
Fraction of the mapped netlist area in adder cells & 0\% \\
Number of library cell types mapped by synthesis & a little under 60 \\
Ys flop type & dfrtp\_1 \\
Mean post-synth cell area & 11.90 sq um \\
Area share of xor/xnor cells in the synthesized design & 0\% \\
Chip Area, Yosys & around 0.052 sq mm \\
Area share of the largest cell type after synthesis & 51.27\% \\
FFs w/ async S/R, synth & 100.0\% \\
Sequential element share of the synthesized area & 51.27\% \\
Biggest area consumer among synthesized cells & dfrtp\_1 \\
Synthesized netlist cell count & 4,373 \\
Most frequent cell after synthesis & dfrtp\_1 \\
Cell Area, Synth & 0.05203 sq mm \\
Combinational family with the most area after synthesis & multiplexers \\
Number of enable flip-flop cells & 0 \\
Mux frac, synth & 21.41\% \\
\multicolumn{2}{l}{\textbf{Pwr}} \\
Int Pwr & around 48,000 uW \\
Sw Ratio & 28.39\% \\
Fraction of power consumed by the clock network & a little under two fifths \\
Sequential fraction of design power & 47.4\% \\
Net switching power & around 19,000 uW \\
IR Drop Worst-Case VDD & 789.1 uV \\
Combinational group share of total power & 14.5\% \\
Static leakage power & 0.03225 uW \\
Power density over the cells & 942.4 mW/mm\^{}2 \\
\multicolumn{2}{l}{\textbf{Floorplanning}} \\
Total Die Area & 0.1315 sq mm \\
Boundary pin count & 124 \\
Fraction of the core area occupied by cells at floorplan & between 40\% and 50\% \\
Area inside the core boundary & 0.1283 sq mm \\
Die width & about 360 microns \\
Number of rows in the core area & 131 \\
Vertical die size & 362.7 microns \\
\multicolumn{2}{l}{\textbf{Final timing}} \\
Max-slew headroom & 41.72\% \\
Count of final setup violators & 4 \\
Fin Clk Skew & 0.03429 ns \\
Final worst slack & -0.01635 ns \\
Final hold violations & 0 \\
Worst slack on hold paths & 0.05190 ns \\
Maximum clock rate & 521.8 MHz \\
Min Tclk post-route & 1.916 ns \\
Worst Tran Pin Value & 0.8732 ns \\
Final Cycle Share & 100.9\% \\
RSZ-0062 raised after global routing & yes \\
Max-slew violations & 0 \\
\multicolumn{2}{l}{\textbf{Global route}} \\
Most Used Layer, Global Route & met2 \\
Total global-route track usage & 44.53\% \\
GRT Residual Overflow & 0 \\
Via count of the first global-routing pass & $\sim$46,000 \\
Global-route track usage on met1 & 57.64\% \\
Met3 GRT Util & 23.73\% \\
Maximum number of pins on one net before global-route repair & roughly 94 \\
Met2 usage & 60.84\% \\
First-pass GRT wire length & 383.4 mm \\
Number of antenna violations at the first check in global routing & 17 \\
\multicolumn{2}{l}{\textbf{Critical path}} \\
Worst path required time & 2.54 ns \\
Max Fanout on Critical Path & 9 \\
Worst r2r src & x26[1] \\
Setup crit start & sel\_rs1\_i[0] \\
Critical path startpoint category & primary input \\
Critical Path AT & roughly 2.6 ns \\
Crit path kind & in -> reg \\
R2r setup slk & 0 ns \\
End point of the critical path & rs1\_o[19] \\
CP Capture Type & flip-flop \\
End of the worst register-to-register path & rs1\_o[1] \\
Worst Reg-to-Reg Cells & 5 \\
\multicolumn{2}{l}{\textbf{Finish}} \\
Layout-stage area growth over the synthesis result & 35.89\% \\
Filler Cells Inserted & 10,507 \\
Storage cell area & 0.02669 sq mm \\
Proportion of layout cells with a drive suffix above 1 & 46.20\% \\
MI comb area & 0.02628 sq mm \\
Post-Route Utilization & 55.09\% \\
\multicolumn{2}{l}{\textbf{Placed design}} \\
Final weighted congestion in routability-driven placement & approximately 1.0 \\
Post-detail-place hpwl & 188.7 mm \\
Number of port buffers & 123 \\
Place WS & -1.197 ns \\
\multicolumn{2}{l}{\textbf{Clock tree}} \\
CTS HTree Levels & 3 \\
Max Buffers Root-to-Sink & 3 \\
Clock transition at the registers of the reported paths & 0.06 ns \\
Clock tree from TritonCTS & built \\
Total clock buffers created by CTS & 116 \\
Insertion Delay late pin & roughly 0.78 ns \\
Buffer cell driving the clock tree root & clkbuf\_16 \\
Clk sink count & 1,066 \\
\multicolumn{2}{l}{\textbf{Routing}} \\
Iteration-0 DRC Markers & roughly 4,700 \\
Detail Route Antenna Nets & 0 \\
Wirelength, routed & 280.1 mm \\
Avg WL per Cell & 41.26 microns \\
Vias/cell & 6.793 \\
Vias post-DR & 46,121 \\
First-pass iteration count of the detailed router & 7 \\
Number of DRC violations after detailed routing & 0 \\
\multicolumn{2}{l}{\textbf{Flow run}} \\
Number of max-cap violations & 0 \\
Tally of OpenROAD warnings & 28 \\
\multicolumn{2}{l}{\textbf{Min path}} \\
Class of the tightest hold or removal check & in -> reg \\
\hline
\end{tabular}
[layout by cell type, fill, tap and decap left out, types with 9 or more instances in the layout]
cell | synthesis | final
dfrtp_1 | 1066 | 1055
a2111oi_4 | 0 | 58
bufinv_16 | 0 | 23
a221oi_1 | 20 | 20
a22oi_2 | 0 | 22
mux2_2 | 972 | 971
dlygate4sd2_1 | 0 | 69
clkbuf_16 | 0 | 120
buf_6 | 3 | 22
bufbuf_16 | 0 | 10
nor2_4 | 0 | 62
buf_4 | 2 | 446
dfrtp_2 | 0 | 11
a22oi_1 | 582 | 560
inv_1 | 12 | 12
mux2_1 | 12 | 12
a32o_1 | 9 | 9
and3_4 | 0 | 59
and3_1 | 427 | 367
or4_4 | 0 | 16
clkdlybuf4s50_1 | 0 | 38
a2111oi_2 | 1 | 62
o2111ai_1 | 12 | 12
clkbuf_1 | 352 | 13
clkinv_2 | 0 | 30
clkbuf_8 | 0 | 19
nand3b_1 | 11 | 11
buf_12 | 0 | 304
a22o_1 | 16 | 16
nand4_1 | 121 | 121
or4_1 | 63 | 46
nand2_1 | 106 | 96
nand3_1 | 143 | 142
o21ai_0 | 15 | 15
[logic make-up after synthesis]
logic type	Yosys count
mux	990
simple gates	1034
compound gates	817
flops	1066
buf+inv	466
[per-layer routing]
metal,wire [microns],part of all wire [%]
met3,41360,15
met1,101500,36
met4,20880,7.5
met5,208,0.074
met2,116100,41
[worst min-delay path by stage]
| stage | from | endpoint | slack [ns] | cells past startpoint |
|---|---|---|---|---|
| 5_1_grt | sel_rs2_i[0] | sel_rs2_o[0] | 0.02 | 2 |
| 6_report | sel_rs2_i[0] | sel_rs2_o[0] | 0.05 | 2 |
| 4_1_cts | sel_rs2_i[1] | sel_rs2_o[1] | 0.007 | 2 |
[cell type report]
type	count	area share [%]
antenna	8	0.02831
clock buffer	150	4.615
clock inverter	67	1.375
inverter	12	0.06370
multi-input combinational	2844	37.16
sequential	1066	37.75
tap	1729	3.060
timing repair buffer	913	15.95
[power by group through the flow]
| stage | sequential (uW) | combinational, uW | clock, uW |
|---|---|---|---|
| 6_report | 31600 | 9630 | 25400 |
| 5_1_grt | 32000 | 10200 | 26400 |
| 4_1_cts | 31400 | 9370 | 25500 |
[what timing repair did]
| item | CTS | global route |
|---|---|---|
| endpoints found under the hold margin | 451 | 3 |
| endpoints found under the setup margin | 138 | 61 |
| cloned | 14 | 2 |
| buffers inserted | 54 | 30 |
| resized | 192 | 71 |
| pin swaps | 25 | 37 |
| hold buffers | 1 | 3 |
[metrics by stage]
| step | setup TNS, ns | std cells | area (sq um) | power (uW) |
|---|---|---|---|---|
| 2_1_floorplan | -13.03 | 4373 | 54330 | 35170 |
| 3_3_place_gp | -467.97 | 6461 | 64600 | 40800 |
| 3_5_place_dp | -465.20 | 6461 | 64600 | 40960 |
| 4_1_cts | 0 | 6747 | 69990 | 66280 |
| 5_1_grt | -0.0009666 | 6781 | 70690 | 68590 |
| 6_report | -0.03298 | 6789 | 70710 | 66630 |
[critical path, stage by stage]
cell and delay, ns:
clkbuf_4 0.16, bufbuf_16 0.29, nor2b_4 0.21, buf_6 0.20, and3_1 0.22, a2111oi_2 0.35, nand3_1 0.16, or4_1 0.57
Power is estimated from default activity; no workload was simulated.
